==> design.v <==
module MyRX(CLOCK_50, IRDA_RXD,SW,HEX0,HEX1);
	input CLOCK_50;
	input IRDA_RXD;
	input [8:8] SW;
	output [6:0] HEX0;
	output [6:0] HEX1;
	wire [7:0] Dout;
	wire Ready;
	RX_CONTROLLER rxcontrl (.reset_n(SW[8]),.CLK_50M(CLOCK_50),.Din(IRDA_RXD),.Dout(Dout),.ready(Ready));
	HEX_DISPLAY display (.value(Dout),.enable(Ready), .display0(HEX1),.display1(HEX0));
endmodule
module HEX_DISPLAY(input [7:0] value, input enable,output [6:0] display0,display1);
	SSeg sseg0 (value[7:4],1'b0,enable,display0);
	SSeg sseg1 (value[3:0],1'b0,enable,display1);
endmodule
module SSeg(input [3:0] bin, input neg, input enable, output reg [6:0] segs);
	always @(*)
		if (enable) begin
			if (neg) segs = 7'b011_1111;
			else begin
				case (bin)
					0: segs = 7'b100_0000;
					1: segs = 7'b111_1001;
					2: segs = 7'b010_0100;
					3: segs = 7'b011_0000;
					4: segs = 7'b001_1001;
					5: segs = 7'b001_0010;
					6: segs = 7'b000_0010;
					7: segs = 7'b111_1000;
					8: segs = 7'b000_0000;
					9: segs = 7'b001_1000;
					10: segs = 7'b000_1000;
					11: segs = 7'b000_0011;
					12: segs = 7'b100_0110;
					13: segs = 7'b010_0001;
					14: segs = 7'b000_0110;
					15: segs = 7'b000_1110;
				endcase
			end
		end
		else segs = 7'b111_1111;
endmodule
==> run.sh <==
#!/bin/bash
# OpenROAD 26Q1-2900-gdf79404cd8, Yosys 0.63+post, stock flow scripts
make -C /OpenROAD-flow-scripts/flow DESIGN_CONFIG=/design/flow/config.mk WORK_HOME=/design/flow/orfs finish
==> config.mk <==
export PLATFORM = sky130hd
export DESIGN_NAME = HEX_DISPLAY
export DESIGN_NICKNAME = HEX_DISPLAY
export VERILOG_FILES = /design/flow/design.v
export SDC_FILE = /design/flow/constraint.sdc
export NUM_CORES = 4
export LEC_CHECK = 1
export CORE_AREA = 10 10 70 70
export DIE_AREA = 0 0 80 80
==> constraint.sdc <==
current_design HEX_DISPLAY

set clk_period 2.6
set clk_io_pct 0.2

create_clock -name clk0 -period $clk_period

set non_clock_inputs [all_inputs -no_clocks]
set_input_delay [expr $clk_period * $clk_io_pct] -clock clk0 $non_clock_inputs
set_output_delay [expr $clk_period * $clk_io_pct] -clock clk0 [all_outputs]
==> results.yml <==
# flow metrics
timing:
  drv_slew: 0
  setup_ws_ps: 83.3
  tns_ps: 0
  period_used_share: 0.968
  fmax_mhz: 397
  max_slew.worst_pin.slew_ps: 364
  relSlewSlack: 0.757
  period_needed_ps: 2520
  setup_violations: 0
  hold_violations: 0
  timing.hold.ws_ps: 1610
routing:
  viasPerCell: 4.20
  wire_per_inst_um: 11.6
  diodes: 0
  drc: 0
  wirelength_um: 1820
  drtIter0Drc: 11
  detail-route-antenna-nets: 0
  firstDrtPassIters: 5
  dr_total_vias: 659
synth:
  synthCells: 73
  synth_area_leader_cell: "ha_1"
  ys_cells: 73
  yosysTopAreaCellShare: 0.259
  top_cells_by_area: "ha_1 26%, mux2_4 10%, mux2i_1 8.6%"
  synth_area_um2: 581
  ys_chip_area_um2: 581
  ys_seq_share: 0
  yosys_warnings: 1
  synth_cell_type_count: 23
  synth_area_per_cell_um2: 7.95
place:
  gp_congestion: 0.859
  port_buffers: 23
  dpl_cell_area_um2: 952
  dp.cells: 154
  preCtsSetupSlack_ps: -188
  dp_hpwl_um: 1430
layout:
  drive_gt1_frac: 0.324
  flops: 0
  regArea_um2: 0
  stdcell_count: 157
  clockBufferCount: 0
  final_area_um2: 1010
  fillCellCount: 372
  syn2layout_area_growth_pct: 74.6
  post-route-util: 0.297
min_path:
  min_path_cells: 4
  whs_endpoint: "display1[2]"
  worstHoldStart: "value[2]"
  hp-class: "in -> out"
pwr:
  power.total_uw: 150
  peakVddDrop_v: 0.0000615
  leakage_nw: 0.503
  p_per_area_nw_per_um2: 148
status:
  outcome: "finished clean"
die:
  dieArea_um2: 6400
  floorplan.core_util: 0.170
  die_height_um: 80
  io_pins: 23
  fp.dieW_um: 80
  rows: 21
  coreArea_um2: 3420
setup_path:
  path_max_fanout: 4
  path_cells: "dlygate4sd2_1 -> buf_4 -> ha_1 -> mux2_4 -> o21ai_2 -> nand2_1 -> clkdlybuf4s50_1"
  cp_top_family: "buffers and inverters"
  cp_data_required_time_ps: 2080
  arrival_ps: 2000
  timing.setup.critical_path_class: "in -> out"
  cpMaxStageDelayCell: "clkdlybuf4s50_1"
  cp.buffers_inverters: 3
  end_kind: "output pin"
  cp-start-kind: "primary input"
  critical_path.max_stage_delay_ps: 420
job:
  cap_viol_max_count: 0
  warning_count: 42
global_route:
  overflow: 0
  antenna_found_initial: 0
  grt_start_max_net_pins: 15
  grt_pass1_wl_um: 2920
  grt.total_usage: 0.0536
  first_global_vias: 625
cts:
  cts_hold_buf: 0
## worst max path at each step
| stage | from | endpoint | slack, ps | depth (start not counted) |
|---|---|---|---|---|
| 4_1_cts | value[3] | display1[4] | 10 | 6 |
| 6_report | value[0] | display1[4] | 80 | 7 |
| 5_1_grt | value[5] | display0[3] | -6 | 7 |
## cell usage in the layout (no fill, tap or decap), drive strengths merged
cell type and count:
buf 20, clkdlybuf4s50 12, ha 12, nand2 9, dlymetal6s2s 7, o21ai 7
o211ai 6, inv 6, mux2i 5, mux2 5, nand2b 3, o311ai 3
o31a 2, a21oi 2, o221ai 2, nand3 2, dlygate4sd2 2, nor2b 1
o22ai 1, a21o 1, nor2 1, clkbuf 1, clkdlybuf4s15 1
## cell type report
cell class | instances | area [um2] | area share
Inverter | 6 | 22.5 | 0.0222
Multi-Input combinational cell | 62 | 541 | 0.533
Tap cell | 46 | 57.6 | 0.0568
Timing Repair Buffer | 43 | 393 | 0.388
## logic make-up after synthesis
| kind of cell | share of synthesized area |
|---|---|
| AOI/OAI and AO/OA | 0.293 |
| adders and majority gates | 0.259 |
| buffers and inverters | 0.114 |
| muxes | 0.209 |
| and+or+nand+nor | 0.125 |
## synth_stat cells, types with 2 or more instances
library cell	instances
o211ai_1	5
buf_6	3
nand2b_1	3
nand2_1	9
nand3_1	2
inv_1	5
mux2i_1	5
a21oi_1	2
o311ai_1	3
o21ai_0	4
ha_1	12
o221ai_1	2
buf_2	2
o21ai_1	3
o31a_1	2
mux2_4	4
## metal layers
layer  wire [um]  track usage
met1         838       0.0699
met2         779       0.0867
met3         201       0.0205
met4           0            0
met5           0            0
## tightest hold or removal path, cell delays in order
cell and delay (ps):
dlymetal6s2s_1 230, nand2_1 100, o211ai_1 100, dlymetal6s2s_1 140
## report_power, final
group	leakage (nW)	switching, mW	internal [mW]	total, mW
combinational	0.503	0.0602	0.0898	0.150
sequential	0	0	0	0
clock	0	0	0	0
## repair_timing
action,CTS,global route
cloned,0,2
gates resized,10,15
endpoints found under the setup margin,14,11
pin swaps,0,2
buffers inserted,0,1
Power figures rest on the tool's default switching activity, not on a simulated workload.
