==> flow/run.sh <==
#!/bin/bash
# OpenROAD 26Q1-2900-gdf79404cd8, Yosys 0.63+post, stock flow scripts
make -C /OpenROAD-flow-scripts/flow DESIGN_CONFIG=/design/flow/config.mk WORK_HOME=/design/flow/orfs finish
==> flow/config.mk <==
export PLATFORM = sky130hd
export DESIGN_NAME = MyTX
export DESIGN_NICKNAME = MyTX
export VERILOG_FILES = /design/flow/design.v
export SDC_FILE = /design/flow/constraint.sdc
export NUM_CORES = 4
export LEC_CHECK = 1
export CORE_UTILIZATION = 30
==> flow/constraint.sdc <==
current_design MyTX

set clk_period 5.4
set clk_io_pct 0.2

create_clock -name clk0 -period $clk_period [get_ports {CLOCK_50}]

set non_clock_inputs [all_inputs -no_clocks]
set_input_delay [expr $clk_period * $clk_io_pct] -clock clk0 $non_clock_inputs
set_output_delay [expr $clk_period * $clk_io_pct] -clock clk0 [all_outputs]
==> flow/design.v <==
module CLK_38K_GEN(input CLK_50M, input reset_n, output reg CLK_38K);
	localparam HALF_CYCLE_DURATION = 12500/19;
	localparam COUNTER_WIDTH = 10;
	reg [COUNTER_WIDTH-1:0] counter;
	always@(posedge CLK_50M or negedge reset_n)
	begin
		if(!reset_n) begin
			CLK_38K <= 1'b0;
			counter <= {COUNTER_WIDTH{1'b0}};
		end else 
			if(counter == HALF_CYCLE_DURATION) begin
				CLK_38K <= !CLK_38K;
				counter <= {COUNTER_WIDTH{1'b0}};
			end else counter <= counter + 1'b1;
	end
endmodule
module MyTX(SW,KEY,CLOCK_50,IRDA_TXD);
	input [8:0] SW;
	input [0:0] KEY;
	input CLOCK_50;
	output IRDA_TXD;
	wire safe_enable;
	wire enable_activated;
	wire dout;
	wire busy;
	wire clk_38k;
	Synchroniser sync (.clk(CLOCK_50),.signal(KEY[0]),.synchronized_signal(safe_enable));
	DetectFallEdge dfe (.clock(CLOCK_50),.btn_sync(safe_enable),.fallingedgedetected(enable_activated));
	TX_CONTROLLER txctrl (.reset_n(SW[8]),.CLK_50M(CLOCK_50),.send_en(enable_activated),.Din(SW[7:0]),.Dout(dout),.busy(busy));
	CLK_38K_GEN clkgen (.CLK_50M(CLOCK_50), .reset_n(SW[8]), .CLK_38K(clk_38k));
	assign IRDA_TXD = dout & clk_38k;
endmodule
module DetectFallEdge(clock,btn_sync,fallingedgedetected);
	input clock,btn_sync;
	output fallingedgedetected;
	reg new_btn_sync;
	always@(posedge clock) begin
		new_btn_sync <= btn_sync;
	end
	assign fallingedgedetected = (new_btn_sync == 1'b1 && btn_sync == 1'b0) ? 1'b1 : 1'b0;
endmodule
module Synchroniser(input clk,input signal,output reg synchronized_signal);
	reg meta;
	always @(posedge clk) begin
		meta <= signal;
		synchronized_signal <= meta;
	end
endmodule
module TX_CONTROLLER(reset_n,CLK_50M,send_en,Din,Dout,busy);
	input reset_n;  
	input  CLK_50M;  
	input send_en;  
	input [7:0] Din;  
	output reg Dout;  
	output reg busy;  
	localparam LEADER_HIGH_DURATION = 100000;  
	localparam LEADER_LOW_DURATION = 25000;
	localparam LOGIC_ONE_DURATION = 75000;
	localparam LOGIC_ZERO_DURATION = 50000;
	localparam BURST_ONE_DURATION = 50000;
	localparam BURST_ZERO_DURATION = 25000;
	localparam STOP_DURATION = 75000;
	localparam STATE_IDLE = 0;
	localparam STATE_LEADER_HIGH = 1;
	localparam STATE_LEADER_LOW = 2;
	localparam STATE_SENDING_DATA = 3;
	localparam STATE_SEND_0 = 4;
	localparam STATE_SEND_1 = 5;
	localparam STATE_STOP = 6;
	reg [31:0] TimeCounter;  
	reg [3:0] SentCounter;  
	reg [2:0] CurrentState;  
	reg [7:0] DataReg;  
	always@(posedge CLK_50M) 
	begin
		if(!reset_n) begin
			TimeCounter <= 32'b0;
			SentCounter <= 4'b0;
			CurrentState <= STATE_IDLE;
			DataReg <= 8'b0;
			busy <= 1'b0;
			Dout <= 1'b0;
		end
		else begin
			case(CurrentState)
				STATE_IDLE:
					if(send_en) begin
						TimeCounter<=32'b0;
						SentCounter<=4'b0;
						CurrentState <= STATE_LEADER_HIGH;
						DataReg <= Din;
						busy <= 1'b1;
						Dout <= 1'b1;
					end else begin
						TimeCounter <= 32'b0;
						SentCounter <= 4'b0;
						CurrentState <= STATE_IDLE;
						DataReg <= 8'b0;
						busy <= 1'b0;
						Dout <= 1'b0;
					end
				STATE_LEADER_HIGH:
					if(TimeCounter == LEADER_HIGH_DURATION) begin
						TimeCounter <= 32'b0;
						CurrentState <= STATE_LEADER_LOW;
						Dout <= 1'b0;
					end else begin
						TimeCounter <= TimeCounter + 1'b1;
					end
				STATE_LEADER_LOW:
					if(TimeCounter == LEADER_LOW_DURATION) begin
						TimeCounter <= 32'b0;
						CurrentState <= STATE_SENDING_DATA;
						Dout <= 1'b0;
					end else begin
						TimeCounter <= TimeCounter + 1'b1;
					end
				STATE_SENDING_DATA:
					if(SentCounter[3]) begin  
						SentCounter <= 4'b0;
						CurrentState <= STATE_STOP;
						Dout <= 1'b1;  
					end else begin
						SentCounter <= SentCounter + 1'b1;
						if(DataReg[7]) CurrentState <= STATE_SEND_1;
						else CurrentState <= STATE_SEND_0;
						DataReg <= {DataReg[6:0],1'b0};
						Dout <= 1'b1;
					end
				STATE_SEND_0:
					if(TimeCounter == LOGIC_ZERO_DURATION) begin
						TimeCounter <= 32'b0;
						CurrentState <= STATE_SENDING_DATA;
						Dout <= 1'b0;
					end else begin
						busy <= 1'b1;
						if(TimeCounter >= BURST_ZERO_DURATION) begin
							TimeCounter <= TimeCounter + 1'b1;
							Dout <= 1'b0;
						end else begin
							TimeCounter <= TimeCounter + 1'b1;
							Dout <= 1'b1;
						end
					end
				STATE_SEND_1:
					if(TimeCounter == LOGIC_ONE_DURATION) begin
						TimeCounter <= 32'b0;
						CurrentState <= STATE_SENDING_DATA;
						Dout <= 1'b0;
					end else begin
						busy <= 1'b1;
						if(TimeCounter >= BURST_ONE_DURATION) begin
							TimeCounter <= TimeCounter + 1'b1;
							Dout <= 1'b0;
						end else begin
							TimeCounter <= TimeCounter + 1'b1;
							Dout <= 1'b1;
						end
					end
				STATE_STOP:
					if(TimeCounter == STOP_DURATION) begin
						TimeCounter <= 32'b0;
						CurrentState <= STATE_IDLE;
						Dout <= 1'b0;
					end else begin
						TimeCounter <= TimeCounter + 1'b1;
						CurrentState <= STATE_STOP;
						Dout <= 1'b1;
					end
			endcase
		end
	end
endmodule
==> summary.txt <==
impl run done, here's what came out: total tool warning count 27, Synth area leader sky130_fd_sc_hd__dfxtp_1, CTS Buf Count 9, buffers from clock root to sink, at most 2, most common flop cell mapped by yosys sky130_fd_sc_hd__dfxtp_1, total half-perimeter wirelength after legalization and detailed placement between 5000 and 6000 um, remaining global-route overflow 0, number of buffers inserted by hold repair at cts 0, tally of max-capacitance violations 0, starting utilization of the core area between 30% and 40%, detailed-route wire length per cell between 10 and 15 um, Root Driver sky130_fd_sc_hd__clkbuf_16, Final setup violation count 0, maximum level of the CTS H-tree 3, Die Ht roughly 110 um, vias 2989, data arrival time at the worst-slack endpoint 3.43 ns, shortest period the worst path allows ~3.2 ns, Seq cells post-synth roughly 66, maximum number of pins on one net before global-route repair 30, aggregate global-route resource usage about 14%, antenna violations before repair 0, Warnings, synthesis 4, quantity of gates resized following cts 0, number of setup buffers added after CTS 0, number of cells in the yosys synthesis report 412, Area growth, synth to finish 14.1%, Final Cell Area between 3000 and 4000 um2, routed via count divided by cell count 5.35, Layout Skew 0.00701 ns, # DRC 0, result of the run complete, no violations, row count 38, number of ports placed on the die boundary 12, category of the critical setup timing path input pin to flip-flop, post-synth top area share 32.2%, total routed wirelength 7690 um, count of cell types in the netlist 56, worst-case register-to-register setup slack 2.59 ns, Synth top cell by count sky130_fd_sc_hd__dfxtp_1, setup repair after global routing missed its margin no, asr flop ratio synth 16.7%, synthesized instance count 412, average instance area after synthesis roughly 8.3 um2, global placement routability congestion a little over 0.8, overall power consumption 1.14 mW, Total Neg Setup Slack 0 ns, Worst-path clk slew 0.05 ns, DIE AREA around 12000 um2, total count of hold-check failures in the final report 0, wire length of the first global-routing pass 13100 um, share of layout cells above drive strength 1 7.40%, required time of the critical path 5.67 ns, peak clock frequency supported by timing approximately 0.32 GHz, TritonCTS clock tree yes, cell area reported after detailed placement 3620 um2, clk ins delay skew pair 0.33 ns, post-synthesis chip area from yosys 3420 um2, Area contributors post-synth sky130_fd_sc_hd__dfxtp_1 32%, sky130_fd_sc_hd__dfrtp_1 8.0%, sky130_fd_sc_hd__nor2_1 4.8%, sky130_fd_sc_hd__a21oi_1 4.7%, sky130_fd_sc_hd__nand2_1 4.4%, buffers added on ports 11, Worst Hold Class flip-flop to flip-flop, number of global-route vias before repair between 2000 and 3000, largest fanout of any net on the critical path 24, kind of start point of the critical path input pin, ratio of final minimum period to clock period about three fifths, highest ir drop seen on vdd around 0.20 mV, antenna fix cells 0, worst rel slew slack about 40%, most instantiated cells after synthesis 55 x sky130_fd_sc_hd__dfxtp_1, 44 x sky130_fd_sc_hd__nor2_1, 40 x sky130_fd_sc_hd__nand2_1, iteration tally of the first detailed-router pass 4, leakage power between 1 and 1.5 nW, core area 11000 um2, Post-synth EDFFs 0, First DRT Iteration DRCs roughly 290, area of the mapped netlist 3420 um2, sequential fraction of the synthesis area 40.2%, slew of the pin with the lowest slew margin 0.889 ns, number of fill cells 1080, clk sink count 66, max-slew violations 0, category of the worst setup path capture point flip-flop, antenna viol nets, final 0, power per standard cell area 292 nW/um2, horizontal die dimension 109 um
==> final cells by class <==
cell class	count	area (um2)	share of cell area (%)
Inverter	16	60.1	1.54
Sequential cell	66	1380	35.3
Tap cell	140	175	4.49
Clock inverter	7	60.1	1.54
Clock buffer	9	225	5.77
Multi-Input combinational cell	306	1860	47.8
Timing Repair Buffer	15	140	3.59
==> registers in the layout (all words and copies together) (netlist names) <==
| name | cells |
|---|---|
| txctrl.TimeCounter | 32 |
| clkgen.counter | 10 |
| txctrl.DataReg | 8 |
| txctrl.CurrentState | 7 |
| txctrl.SentCounter | 4 |
| clkgen.CLK_38K | 1 |
| dfe.new_btn_sync | 1 |
| sync.meta | 1 |
| sync.synchronized_signal | 1 |
| txctrl.Dout | 1 |
==> logic make-up (layout without fill, tap and decap cells) <==
logic type | Yosys count | count (layout) | synth area share, %
fa+ha+maj | 5 | 5 | 1.83
simple gates | 196 | 196 | 30.8
flops | 66 | 66 | 40.2
compound gates | 93 | 93 | 18.6
xor+xnor | 12 | 12 | 3.07
buf+inv | 40 | 47 | 5.42
==> worst max-delay path, stage by stage <==
cell and delay (ns):
sky130_fd_sc_hd__clkdlybuf4s50_1 0.45, sky130_fd_sc_hd__buf_4 0.27, sky130_fd_sc_hd__inv_1 0.39, sky130_fd_sc_hd__a41oi_2 0.85, sky130_fd_sc_hd__a21oi_1 0.12, sky130_fd_sc_hd__o21ba_2 0.26
==> per-stage QoR <==
step / worst slack (ns) / std cells / hold slack [ns] / util [%]
after floorplan: 3.23 / 412 / 0.310 / -
after global placement: 1.96 / 543 / 0.316 / 32.9
after detailed placement: 1.92 / 543 / 0.315 / 32.9
after CTS: 2.25 / 559 / 0.327 / 35.5
after global routing: 2.06 / 559 / 0.340 / 35.5
final: 2.24 / 559 / 0.326 / 35.5
==> path summary, 6_finish.rpt <==
| path | from | end | cells after the start |
|---|---|---|---|
| setup / recovery | SW[8] | txctrl.TimeCounter[20] | 6 |
| hold / removal | sync.meta | sync.synchronized_signal | 0 |
| setup reg to reg | txctrl.TimeCounter[0] | txctrl.TimeCounter[20] | 8 |
| hold reg to reg | sync.meta | sync.synchronized_signal | 0 |
| max in group asynchronous | SW[8] | clkgen.counter[9] | 2 |
| min in group asynchronous | SW[8] | clkgen.counter[0] | 2 |
==> per-layer routing <==
layer	GRT usage [%]	vias up	wire, um	part of all wire, %
li1	-	1521	-	-
met1	21.9	1406	3780	49
met2	20.8	56	3470	45
met3	2.80	6	385	5.0
met4	1.16	0	62	0.81
met5	0	-	0	0
==> layout by cell type, fill, tap and decap left out, types with 6 or more instances in the layout <==
| cell | synthesis | layout |
|---|---|---|
| sky130_fd_sc_hd__and3_1 | 7 | 7 |
| sky130_fd_sc_hd__inv_1 | 16 | 16 |
| sky130_fd_sc_hd__nand4_1 | 16 | 16 |
| sky130_fd_sc_hd__xor2_1 | 7 | 7 |
| sky130_fd_sc_hd__o32ai_1 | 7 | 7 |
| sky130_fd_sc_hd__a21oi_1 | 32 | 32 |
| sky130_fd_sc_hd__nor2_1 | 44 | 44 |
| sky130_fd_sc_hd__clkbuf_16 | 0 | 9 |
| sky130_fd_sc_hd__nor3_1 | 16 | 16 |
| sky130_fd_sc_hd__clkdlybuf4s50_1 | 0 | 11 |
| sky130_fd_sc_hd__dfrtp_1 | 11 | 11 |
| sky130_fd_sc_hd__or3_1 | 10 | 10 |
| sky130_fd_sc_hd__dfxtp_1 | 55 | 55 |
| sky130_fd_sc_hd__and4_1 | 6 | 6 |
| sky130_fd_sc_hd__nand2_1 | 40 | 40 |
| sky130_fd_sc_hd__a221oi_1 | 7 | 7 |
| sky130_fd_sc_hd__nand3_1 | 24 | 24 |
| sky130_fd_sc_hd__o21ai_0 | 17 | 17 |
==> report_power, final <==
group / total, mW / internal (mW) / switching (mW)
logic: 0.0707 / 0.0288 / 0.0419
registers: 0.506 / 0.498 / 0.00860
clock network: 0.561 / 0.351 / 0.210
total: 1.14 / 0.878 / 0.261
Power figures rest on the tool's default switching activity, not on a simulated workload.
